==> ./design.v <==
module Matrix_mult(
    input clk,
    input reset,
    input is_matrix_mult,             
    input [31:0] A,
    input [31:0] B,
    output reg [31:0] C,
    output reg done
);
    reg [7:0] A_mat[0:1][0:1];
    reg [7:0] B_mat[0:1][0:1];
    reg [7:0] C_mat[0:1][0:1];
    integer i, j, k;
    reg [7:0] sum;
    reg computing;
    always @(posedge clk or posedge reset) begin
        if (reset) begin
        done <= 1'b0;           
        computing <= 1'b0;
        i <= 0;
        j <= 0;
        k <= 0;
        sum <= 0;
        A_mat[0][0] <= 0;
        A_mat[0][1] <= 0;
        A_mat[1][0] <= 0;
        A_mat[1][1] <= 0;
        B_mat[0][0] <= 0;
        B_mat[0][1] <= 0;
        B_mat[1][0] <= 0;
        B_mat[1][1] <= 0;
        C_mat[0][0] <= 0;
        C_mat[0][1] <= 0;
        C_mat[1][0] <= 0;
        C_mat[1][1] <= 0;
        C = 0;
        end
  else if (is_matrix_mult && !computing) begin
            A_mat[0][0] <= A[7:0];
            A_mat[0][1] <= A[15:8];
            A_mat[1][0] <= A[23:16];
            A_mat[1][1] <= A[31:24];
            B_mat[0][0] <= B[7:0];
            B_mat[0][1] <= B[15:8];
            B_mat[1][0] <= B[23:16];
            B_mat[1][1] <= B[31:24];
            computing <= 1;
            done <= 0;   
            sum <= 0;
            i <= 0;
            j <= 0;
            k <= 0;
        end
        else if (computing) begin
            sum <= sum + (A_mat[i][k] * B_mat[k][j]);
            if (k==1) begin
                C_mat[i][j] <= sum + (A_mat[i][k] * B_mat[k][j]);
                sum <= 0;
                    if (j==1) begin
                        j <= 0;
                        if (i == 1) begin
                            i <= 0;
                            C <= {C_mat[1][1], C_mat[1][0], C_mat[0][1], C_mat[0][0]};
                            done <= 1;       
                            computing <= 0; 
                        end else begin
                            i <= i + 1; 
                        end     
                    end else begin
                    j <= j + 1;
                    end
                k <= 0;
            end else begin
            k <= k + 1;
        end
    end 
end
endmodule
==> ./run.sh <==
#!/bin/bash
# OpenROAD 26Q1-2900-gdf79404cd8, Yosys 0.63+post, stock flow scripts
make -C /OpenROAD-flow-scripts/flow DESIGN_CONFIG=/design/flow/config.mk WORK_HOME=/design/flow/orfs finish
==> ./config.mk <==
export PLATFORM = sky130hd
export DESIGN_NAME = Matrix_mult
export DESIGN_NICKNAME = Matrix_mult
export VERILOG_FILES = /design/flow/design.v
export SDC_FILE = /design/flow/constraint.sdc
export NUM_CORES = 4
export LEC_CHECK = 1
export CORE_UTILIZATION = 40
==> ./constraint.sdc <==
current_design Matrix_mult

set clk_period 7.3
set clk_io_pct 0.2

create_clock -name clk0 -period $clk_period [get_ports {clk}]

set non_clock_inputs [all_inputs -no_clocks]
set_input_delay [expr $clk_period * $clk_io_pct] -clock clk0 $non_clock_inputs
set_output_delay [expr $clk_period * $clk_io_pct] -clock clk0 [all_outputs]
==> results.yml <==
# synthesis and place-and-route metrics
run_status:
  outcome: "finished clean"
clock_network:
  cts_buffers: 26
  numClockSinks: 234
  postCtsHoldBufs: 0
  cts_tree: "built"
  cts_setup_buffers: 0
  htreeDepth: 1
  insertion_delay_ps: 520
  clock-root-buffer: "clkbuf_16"
  clock_path_buffers: 3
  clk_pin_slew_ps: 60
  cts.repair.resized: 0
drt:
  drtPass1Iterations: 8
  detail_route.iter0.violations: 557
  n_antenna_cell: 0
  drtAntennaViolNets: 0
  vias_per_cell: 5.20
  wl_per_cell_um: 16.3
  via_count: 7981
  wl_mm: 25.0
  drcViolationCount: 0
worst_hold_path:
  min_path_cells: 2
  hold_path_class: "reg2reg"
  min_delay_worst_endpoint: "C_mat[1][5]$_DFFE_PP0P_"
  holdCritStartpoint: "C_mat[1][5]$_DFFE_PP0P_"
layout:
  layout_top_cells: "234 x dfrtp_1, 125 x mux2_2, 99 x clkdlybuf4s50_1, 92 x nand2_1, 68 x nor2_1"
  layout_top_cell: "dfrtp_1"
  final_cells: 1534
  drive_gt1_share_pct: 17.9
  syn_to_final_growth_pct: 19.1
setup_path:
  startpoint_type: "flip-flop"
  cp_max_fo: 14
  required_ps: 7700
  path_class: "reg2reg"
  cpMostUsedCell: "fa_1"
  reg2reg_from: "k[0]$_DFFE_PP0P_"
  r2r_end: "C_mat[0][7]$_DFFE_PP0P_"
  reg2regPathDepth: 17
  timing.critical_path.buf_inv: 3
  end_kind: "flip-flop"
  crit_chain: "xor2_4 > mux4_2 > nand2_1 > fa_1 > inv_1 > fa_1 > ha_1 > inv_1 > fa_1 > inv_1 > fa_1 > a21o_1 > a21oi_1 > xnor2_1 > xnor2_1 > xnor2_2 > mux2_2"
  reg2reg_slack_ps: 1990
  critPathMaxStageDelay_ps: 880
  crit_slowest_cell: "dfrtp_1"
  cp.arrival_ps: 5720
  critPathTopFamily: "adder cells"
sta:
  final.setup_skew_ps: 9.35
  slew_headroom_pct: 40.3
  post-route-min-period_ps: 5310
  tightest_slew_ps: 896
  rsz0062_at_grt: "no"
  setup_violations: 0
  hold_viol: 0
  drv_slew: 0
  finalCritPeriodShare_pct: 72.8
  max_freq_ghz: 0.188
  tns_ps: 0
power_and_ir_drop:
  ir_drop_uv: 311
  total_power_mw: 4.48
  leakagePower_nw: 6.25
  power_density_nw_per_um2: 319
floorplanning:
  die_area_um2: 30100
  ioPinCount: 100
  die_height_um: 174
  die_w_um: 174
  rows: 62
  core_area_um2: 28900
  fp_util_pct: 40.8
logic_synthesis:
  area_leaders: "dfrtp_1 50%, mux2_2 12%, fa_1 3.1%, nand2_1 2.9%, o21ai_0 2.8%"
  yosys_warnings: 4
  ys_chip_area_um2: 11800
  yosysCellCount: 1039
  syn_inst: 1039
  syn_area_um2: 11800
  yosys.stat.seqShare_pct: 49.7
  top_cell_area_share_pct: 49.7
  yosysTopAreaCell: "dfrtp_1"
  synthFlopType: "dfrtp_1"
  ys_types: 47
  syn_avg_cell_area_um2: 11.3
  async_flop_share_pct: 100
  ys_ff: 234
  synth-edff-count: 0
placed_design:
  dpl.cell_count: 1486
  numPortBuffers: 99
  place_congestion: 0.849
  hpwl_mm: 16.8
global_route:
  antenna_found_initial: 0
  grt_max_degree: 126
  grt_pass1_vias: 7855
  gr-total-overflow: 0
  grt_pass1_wl_mm: 42.0
  grt_use_total_pct: 17.8
flow_run:
  warnings: 30
  cap_violations: 0
==> state kept, by name (all words and copies together) (netlist names) <==
signal / count
k: 32
j: 32
i: 32
C: 32
C_mat: 32
computing: 1
done: 1
B_mat: 32
A_mat: 32
sum: 8
==> report_power, final <==
part | internal [mW] | total, mW | switching, mW
Combinational | 0.712 | 1.64 | 0.929
Sequential | 1.42 | 1.53 | 0.106
Clock | 0.788 | 1.32 | 0.528
==> cells by family after synthesis <==
kind of cell | Yosys count | share of synthesized area [%]
AND-OR/OR-AND | 117 | 5.59
XOR/XNOR | 75 | 6.15
adder cells (fa/ha/maj) | 41 | 5.50
buffers and inverters | 92 | 3.18
flip-flops | 234 | 49.7
multiplexers | 141 | 15.2
AND/OR/NAND/NOR | 339 | 14.7
==> worst max-delay path by stage <==
stage	end	cells after the start	slack, ps	from
after global routing	C_mat[2][7]$_DFFE_PP0P_	17	1680	k[0]$_DFFE_PP0P_
final	C_mat[0][7]$_DFFE_PP0P_	17	1990	k[0]$_DFFE_PP0P_
after CTS	C_mat[1][7]$_DFFE_PP0P_	17	1940	k[0]$_DFFE_PP0P_
==> cell type report <==
cell class / count / area (um2)
clock buffers: 34 / 742
clock inverters: 14 / 130
fillers: 2550 / 14800
inverters: 45 / 173
multi-input cells: 713 / 5570
flip-flops and latches: 234 / 5860
well taps: 384 / 480
repair buffers: 110 / 1090
==> cells in the mapped netlist, types with 21 or more instances <==
master	instances
clkbuf_1	26
dfrtp_1	234
ha_1	23
inv_1	45
mux2_2	125
nand2_1	92
nand3_1	35
nand4_1	38
nor2_1	68
nor4_1	21
o21ai_0	67
xnor2_1	37
xor2_1	33
==> tightest hold or removal path, cell delays in order (launching register included) <==
cell and delay, ps:
dfrtp_1 340, nand2_1 50, o21ai_0 60
==> routing by layer <==
layer  track usage (%)  vias up  part of all wire, %  wire length, um
met5                 0        -                    0                0
met4              2.74        0                  1.6              408
met3              2.86       27                  4.0             1000
met2              25.3      156                   43            10800
met1              30.7     3933                   51            12700
li1                  -     3865                    -                -
==> per-stage QoR <==
stage               worst slack [ps]  util, %  hold WS (ps)  cell area, um2
floorplan                       2530        -           446           11800
global placement                2050     45.6           460           13200
detailed placement              1980     45.6           468           13200
CTS                             1940     48.6           483           14000
global route                    1680     48.6           504           14000
finish                          1990     48.6           483           14000
