`design.v`:
```
`timescale 1ns / 1ps
module Instruction_memory (address, instruction
    );
   input [7:0] address;
    output  reg [15:0] instruction;
   reg [15:0] mem[0:511];
integer i;
    initial begin
      mem[0] = 16'h1044;  
      mem[1] = 16'h1081;  
      mem[2] = 16'h00ca;  
      mem[3] = 16'h0319;  
      mem[4] = 16'h098a;  
      mem[5] = 16'h0daa;  
      mem[6] = 16'h0dca;  
      mem[7] = 16'h0f48;  
      mem[8] = 16'h058a;  
      mem[9] = 16'h072e;  
      mem[10] = 16'h7108;  
      mem[11] = 16'h6108;  
      mem[12] = 16'h5280;  
      mem[13] = 16'h4002;  
     for ( i = 14; i < 512; i = i + 1)
    mem[i] = 16'h0000;
    end
 always @(*) begin
     instruction = mem[address];
     end
endmodule
```
`run.sh`:
```
#!/bin/bash
# OpenROAD 26Q1-2900-gdf79404cd8, Yosys 0.63+post, stock flow scripts
make -C /OpenROAD-flow-scripts/flow DESIGN_CONFIG=/design/flow/config.mk WORK_HOME=/design/flow/orfs finish
```
`config.mk`:
```
export PLATFORM = sky130hd
export DESIGN_NAME = Instruction_memory
export DESIGN_NICKNAME = Instruction_memory
export VERILOG_FILES = /design/flow/design.v
export SDC_FILE = /design/flow/constraint.sdc
export NUM_CORES = 4
export LEC_CHECK = 1
export CORE_AREA = 10 10 70 70
export DIE_AREA = 0 0 80 80
export SYNTH_MEMORY_MAX_BITS = 65536
```
`constraint.sdc`:
```
current_design Instruction_memory

set clk_period 2.2
set clk_io_pct 0.2

create_clock -name clk0 -period $clk_period

set non_clock_inputs [all_inputs -no_clocks]
set_input_delay [expr $clk_period * $clk_io_pct] -clock clk0 $non_clock_inputs
set_output_delay [expr $clk_period * $clk_io_pct] -clock clk0 [all_outputs]
```
==> impl_metrics.tcl <==
# collected from the flow reports
set metrics [dict create \
    peakVddDrop_mv 0.0255 \
    vias 502 \
    period_used_share 0.971 \
    dp_hpwl_um 1210 \
    gr-usage-all-layers 0.0457 \
    hold_viol 0 \
    drc_errors 0 \
    lay_top_cells "21 x buf_4, 15 x dlygate4sd2_1, 9 x ha_1" \
    warnings 39 \
    final_common_cell "buf_4" \
    power_density_nw_per_um2 110 \
    fin_hold_ws_ns 1.39 \
    yosys.cell_types.count 21 \
    ys_chip_area_um2 390 \
    grt_max_degree 10 \
    yosysTopAreaCellShare 0.288 \
    overflow 0 \
    rsz0062_at_grt "no" \
    routed_wl_um 1460 \
    ff_count 0 \
    antenna_cells 0 \
    drt_iter0_drc 23 \
    cap_violations 0 \
    yosysWarnings 1 \
    routabilityCongestion 0.770 \
    vias_per_cell 3.59 \
    syn_area_per_cell_um2 7.23 \
    outcome "completed" \
    logic_area_um2 369 \
    grt_pass1_wl_um 2480 \
    critical_path_class "primary input to primary output" \
    clockBufferCount 0 \
    postRouteAntennaNets 0 \
    worstPathArrival_ns 1.70 \
    placed_cell_area_um2 779 \
    chipArea_um2 6400 \
    port_buffers 23 \
    final_max_slew_viol_count 0 \
    core_area_um2 3420 \
    ys_cells 54 \
    startpoint_type "primary input" \
    leakage_nw 0.427 \
    drt-wirelength-per-cell_um 10.4 \
    grt_antenna_before_repair 0 \
    grt_pass1_vias 519 \
    design_area_um2 792 \
    drive_gt1_frac 0.404 \
    cp-end-kind "primary output" \
    hold_path.class "primary input to primary output" \
    drtPass1Iterations 2 \
    syn_inst 54 \
    fillers 383 \
    seq_area_frac_synth 0 \
    syn_area_um2 390 \
    synthToLayoutAreaGrowth_pct 103 \
    ios 24 \
    dieWidth_um 80 \
    critical_path.max_fanout 7 \
    rows 21 \
    setup_viol 0 \
    topCellsByArea "ha_1 29%, a21oi_1 9.0%, mux2i_1 7.7%" \
    final-seq-area_um2 0 \
    fp-utilization 0.114 \
    synth_top_cell_by_area "ha_1" \
    period_needed_ns 2.14 \
    fmax_ghz 0.468 \
    cp.required_ns 1.76 \
    die_height_um 80 \
]
[cell usage after synthesis (2+ instances only)]
library cell / n
a21oi_1: 7
and3_1: 3
buf_2: 3
ha_1: 9
inv_1: 4
mux2i_1: 3
nand2_1: 2
nor2_1: 3
nor3_2: 3
nor4_2: 2
o21ai_0: 5
[kinds of logic after synthesis]
kind of cell | count (synthesis) | synth area share
xor+xnor | 1 | 0.0224
compound gates | 13 | 0.173
other cells | 1 | 0.00961
mux | 3 | 0.0769
simple gates | 18 | 0.324
fa+ha+maj | 9 | 0.288
buf+inv | 9 | 0.106
[path summary, 6_finish.rpt]
path | start | cells past startpoint | endpoint | slack (ns)
worst max-delay path | address[4] | 5 | instruction[0] | 0.06
worst min-delay path | address[6] | 5 | instruction[0] | 1.39
[per-stage QoR]
stage	TNS [ns]	power [W]	setup slack, ns	std cells	utilization
floorplan	0	0.0000358	0.544	54	-
global route	0	0.0000978	0.00622	140	0.232
global placement	-5.87	0.0000853	-0.487	135	0.228
finish	0	0.0000869	0.0637	140	0.232
detailed placement	-5.87	0.0000872	-0.475	135	0.228
CTS	0	0.0000879	0.000858	141	0.234
[area by class of cell]
type / count / share of cell area
tap: 46 / 0.0727
inverter: 4 / 0.0190
multi-input combinational: 45 / 0.466
timing repair buffer: 45 / 0.442
[layer usage]
layer / vias up / GRT usage / wire length (µm)
li1: 270 / - / -
met3: 0 / 0.00909 / 78
met5: - / 0 / 0
met1: 220 / 0.0646 / 759
met2: 12 / 0.0738 / 618
met4: 0 / 0 / 0
[timing repair]
action / CTS / global route
cloned: 0 / 0
resized: 45 / 1
setup endpoints to repair: 15 / 2
pin swaps: 6 / 0
setup buffers: 7 / 0
hold buffers: 0 / 0
[power by group]
part | internal, W | switching [W]
Combinational | 0.0000451 | 0.0000417
Sequential | 0 | 0
Clock | 0 | 0
[critical path, stage by stage]
cell,delay (ns)
clkdlybuf4s15_1,0.19
or4_4,0.59
buf_6,0.15
nor4_4,0.19
buf_2,0.13
Power figures rest on the tool's default switching activity, not on a simulated workload.
