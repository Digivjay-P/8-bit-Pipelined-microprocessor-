--- design/flow/design.v ---
`timescale 1ns / 1ps
module Register_file(
    rdata1, 
    rdata2, 
    wrtData, 
    srcreg1, 
    srcreg2, 
    destreg, 
    write, 
    clk, 
    reset,
    A,
    B,
    ReadDataA0, ReadDataA1, ReadDataA2, ReadDataA3,
    ReadDataB0, ReadDataB1, ReadDataB2, ReadDataB3
);
output [31:0] A,B;
input clk, reset, write;
input [2:0] srcreg1, srcreg2, destreg;
input [7:0] wrtData;
output [7:0] rdata1, rdata2;
output [7:0] ReadDataA0, ReadDataA1, ReadDataA2, ReadDataA3;
output [7:0] ReadDataB0, ReadDataB1, ReadDataB2, ReadDataB3; 
integer i;
reg [7:0] regfile [0:7];
assign rdata1 = regfile[srcreg1];
assign rdata2 = regfile[srcreg2];
assign ReadDataA0 = regfile[0];
assign ReadDataA1 = regfile[1];
assign ReadDataA2 = regfile[2];
assign ReadDataA3 = regfile[3];
assign A = {ReadDataA0, ReadDataA1, ReadDataA2, ReadDataA3};
assign ReadDataB0 = regfile[4];
assign ReadDataB1 = regfile[5];
assign ReadDataB2 = regfile[6];
assign ReadDataB3 = regfile[7];
assign B = {ReadDataB0, ReadDataB1, ReadDataB2, ReadDataB3};
always @ (posedge   clk or posedge reset )begin
if (reset) begin
  for ( i = 0; i < 8; i = i + 1)begin
    regfile[i] <= i;
    end    
end
else  if (write) begin 
    regfile[destreg] <= wrtData;
end
end
endmodule
--- design/flow/run.sh ---
#!/bin/bash
# OpenROAD 26Q1-2900-gdf79404cd8, Yosys 0.63+post, stock flow scripts
make -C /OpenROAD-flow-scripts/flow DESIGN_CONFIG=/design/flow/config.mk WORK_HOME=/design/flow/orfs finish
--- design/flow/config.mk ---
export PLATFORM = sky130hd
export DESIGN_NAME = Register_file
export DESIGN_NICKNAME = Register_file
export VERILOG_FILES = /design/flow/design.v
export SDC_FILE = /design/flow/constraint.sdc
export NUM_CORES = 4
export LEC_CHECK = 1
export CORE_UTILIZATION = 50
--- design/flow/constraint.sdc ---
current_design Register_file

set clk_period 2.1
set clk_io_pct 0.2

create_clock -name clk0 -period $clk_period [get_ports {clk}]

set non_clock_inputs [all_inputs -no_clocks]
set_input_delay [expr $clk_period * $clk_io_pct] -clock clk0 $non_clock_inputs
set_output_delay [expr $clk_period * $clk_io_pct] -clock clk0 [all_outputs]
==> reports/results.tsv <==
stage	metric	value	unit
run_status	status	complete, but fails checks	
run_status	violated checks	negative setup slack	
worst_setup_path	r2r endpoint	regfile[7][3]$_DFFE_PP0P_	
place	setup slack at placement	-0.727	ns
yosys	sequential area share after synthesis	38.9	%
routing	DRT antenna net count	0	
global_route	largest net degree at the start of global routing	65	
cts	TritonCTS clock tree	done	
die	core area	7890	sq um
cts	H-Tree Depth	3	
worst_setup_path	worst-path cell with the longest stage delay	o32a_1	
layout	most instantiated logic cell after routing	clkdlybuf4s50_1	
yosys	synth unique cells	41	
place	Port-buffer cells	163	
sta	RSZ-0062 raised after global routing	yes	
die	Die W	93.2	microns
layout	layout cell share with drive strength beyond 1	39.4	%
die	Top Ports	164	
yosys	Ys Warns	2	
yosys	Post-Syn Area	4150	sq um
yosys	fa+ha+maj area frac	0	%
layout	Biggest register	regfile	
yosys	yosys synthesis chip area	4150	sq um
cts	clk slew on worst S/H paths	0.08	ns
yosys	Simple Share, Synth	10.9	%
routing	TritonRoute pass-1 iters	5	
cts	worst skew pair latency	0.34	ns
routing	Ant. Diodes	0	
yosys	Post-synth regs	64	
run	Log Warnings	28	
die	Die H	93.2	microns
global_route	first-pass GRT wire length	19.9	mm
routing	Via density	5.52	
worst_setup_path	Crit path largest cell delay	0.30	ns
sta	final hold slack	0.474	ns
global_route	vias in the first global route	3740	
power	pwr dens	808	nW/um^2
run	number of max-cap violations	0	
power	maximum VDD drop	0.488	mV
sta	setup violators final	3	
yosys	Mapped Cells	393	
worst_setup_path	reg2reg path depth	4	
sta	Final Hold Fails	0	
power	Overall Power	5210	uW
global_route	total gr overflow	0	
worst_setup_path	Arrival @ worst endpoint	1.74	ns
cts	CTS sink cnt	64	
worst_setup_path	worst r2r src	regfile[7][3]$_DFFE_PP0P_	
yosys	yosys cell count	393	
global_route	antenna violations before repair	0	
routing	drt total wl	12.8	mm
sta	Worst Setup Slack, final	-0.0634	ns
yosys	comb area leader	multiplexers	
worst_setup_path	worst path cell trace	clkdlybuf4s15_2 -> buf_6 -> buf_4 -> buf_4 -> a221oi_2 -> a21oi_2 -> o32a_1 -> buf_2	
sta	clock skew	0	ns
die	core utilization before placement	52.7	%
sta	fin crit share	103	%
worst_setup_path	critical path capture point type	output pin	
yosys	Mean Syn Cell Area	10.6	sq um
worst_setup_path	r2r setup slk	0.96	ns
cts	TritonCTS Buffers	9	
sta	Tmin final	2.16	ns
place	GP Congestion	0.941	
layout	most common logic cells in the final layout	clkdlybuf4s50_1 (141), buf_4 (63), mux2_2 (61)	
place	placed wire-length estimate	8.82	mm
yosys	area fraction in mux cells	23.6	%
routing	DR WL/cell	18.9	microns
worst_setup_path	worst-path fanout max	5	
worst_setup_path	most frequent cell on the critical path	buf_4	
layout	Layout Utilization	81.7	%
yosys	Post-synth EDFFs	0	
die	Rows	32	
routing	DRT iter0 DRCs	189	
hold_path	Hold Path Class	in2async	
sta	Least-Margin Pin Slew	0.341	ns
sta	Fmax achieved	462	MHz
cts	quantity of hold-fixing buffers added after cts	0	
global_route	GRT Total Usage	31.3	%
layout	number of flip-flops in the largest register	64	
routing	DRC	0	
sta	max-slew violations	0	
worst_setup_path	CP Launch Type	input pin	
sta	Slew HR	77.3	%
power	P_leak	0.00280	uW
place	Placed Cells	632	
worst_setup_path	CP Class	in2out	
cts	CTS max path bufs	2	
layout	Final Non-Filler Cells	678	
worst_setup_path	WP data required	1.68	ns
die	chip area	8680	sq um
yosys	aoi share	10.8	%
routing	via count	3745	
yosys	Async SR Flop Fraction	100	%
cts	root buf cell	clkbuf_8	
layout	Area Growth Syn to Fin	55.2	%
yosys	post-synthesis xor/xnor area fraction	0	%
layout	top flop regs	regfile x64	
yosys	Top FF cell, synth	dfrtp_1	
-- layout make-up --
type | instances | area, sq um
Clock inverter | 7 | 96.3
Clock buffer | 9 | 124
Tap cell | 102 | 128
Sequential cell | 64 | 1620
Multi-Input combinational cell | 231 | 2010
Inverter | 13 | 55.1
Timing Repair Buffer | 252 | 2410
Fill cell | 447 | 1440
-- layer usage --
metal	vias up	GRT usage [%]	wire (microns)	share of wire, %
li1	1713	-	-	-
met1	1822	47.1	5550	43
met2	195	48.0	5940	46
met3	15	7.86	1110	8.7
met4	0	5.64	187	1.5
met5	-	0	0	0
-- synth_stat cells, types with 5 or more instances --
| master | count | area share (%) |
|---|---|---|
| a221oi_1 | 12 | 2.5 |
| a22o_1 | 6 | 1.3 |
| buf_2 | 13 | 1.6 |
| buf_4 | 68 | 12 |
| dfrtp_1 | 52 | 31 |
| dfstp_2 | 12 | 7.6 |
| inv_1 | 11 | 0.99 |
| mux2_2 | 64 | 17 |
| mux2i_1 | 25 | 6.0 |
| nand2_1 | 15 | 1.4 |
| nand2b_1 | 5 | 0.75 |
| nor2_1 | 32 | 2.9 |
| nor2b_1 | 12 | 1.8 |
| o21ai_0 | 7 | 0.84 |
| o22ai_1 | 12 | 1.8 |
| o2bb2ai_1 | 6 | 1.3 |
-- cells by family after synthesis --
group	count (synthesis)
mux	90
buf+inv	98
compound gates	59
flops	64
simple gates	82
-- stage by stage --
stage / cell area [sq um] / setup TNS (ns)
finish: 6450 / -0.110
CTS: 6360 / -0.275
global placement: 5830 / -10.02
global route: 6450 / -0.328
floorplan: 4150 / 0
detailed placement: 5830 / -10.15
-- what timing repair did --
| action | in CTS | in global routing |
|---|---|---|
| buffers inserted | 25 | 5 |
| resized | 96 | 25 |
| cloned | 2 | 0 |
| pin swaps | 38 | 26 |
| endpoints found under the setup margin | 16 | 13 |
-- how the worst max path moves through the flow --
stage                    startpoint        end  slack (ns)  cells past startpoint
4_1_cts   regfile[7][0]$_DFFE_PP1P_  rdata2[0]       -0.12                      6
5_1_grt   regfile[7][0]$_DFFE_PP1P_  rdata2[0]       -0.09                      6
6_report                 srcreg2[1]  rdata2[0]       -0.06                      8
-- report_power, final --
part	leakage [uW]	switching, uW	internal (uW)
combinational	0.00194	572	1590
clock	0.000113	515	670
sequential	0.000750	321	1540
-- critical path, delay by kind of cell --
family                 cells  cell delay (ns)
AOI/OAI and AO/OA          3             0.56
buffers and inverters      5             0.76
Power figures rest on the tool's default switching activity, not on a simulated workload.
